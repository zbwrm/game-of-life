File: /design/flow/config.mk
export PLATFORM = sky130hd
export DESIGN_NAME = IS_3
export DESIGN_NICKNAME = IS_3
export VERILOG_FILES = /design/flow/design.v
export SDC_FILE = /design/flow/constraint.sdc
export NUM_CORES = 4
export LEC_CHECK = 1
export CORE_AREA = 10 10 70 70
export DIE_AREA = 0 0 80 80
File: /design/flow/constraint.sdc
current_design IS_3

set clk_period 3.8
set clk_io_pct 0.2

create_clock -name clk0 -period $clk_period

set non_clock_inputs [all_inputs -no_clocks]
set_input_delay [expr $clk_period * $clk_io_pct] -clock clk0 $non_clock_inputs
set_output_delay [expr $clk_period * $clk_io_pct] -clock clk0 [all_outputs]
File: /design/flow/design.v
`timescale 1ns / 1ps
module IS_3(
  input  Tl,T,Tr, L, R, Bl, B,Br,  
  output Checked); 
  parameter DLY = 1;
  wire c1,c2,c3,c4,c5,c6,c7,c8,c9,c10;
  wire c11,c12,c13,c14,c15,c16,c17,c18;
  wire c19,c20,c21,c22,c23,c24,c25,c26;
  wire c27, c28,c29,c30,c31,c32,c33,c34;
  wire c35,c36,c37,c38,c39,c40,c41,c42,c43;
  wire c44, c45,c46,c47,c48,c49,c50,c51,c52;
  wire c53,c54,c55,c56;
  wire xor1, xor2, xor3, xor4, xor5;
  wire xor6, xor7, xor8, xor9, xor10;
  wire xor11, xor12, xor13, xor14, xor15;
  wire xor16, xor17, xor18, xor19, xor20;
  wire xor21, xor22, xor23, xor24, xor25;
  wire xor26, xor27, xor28, xor29, xor30;
  wire xor31, xor32, xor33, xor34, xor35;
  wire xor36, xor37, xor38, xor39, xor40;
  wire xor41, xor42, xor43, xor44, xor45;
  wire xor46, xor47, xor48, xor49, xor50;
  wire xor51, xor52, xor53, xor54;
  and #DLY G1(c1,Tl,T,Tr);
  and #DLY G2(c2,Tl,T,L);
  and #DLY G3(c3,Tl,T,R);
  and #DLY G4(c4,Tl,T,Bl);
  and #DLY G5(c5,Tl,T,B);
  and #DLY G6(c6,Tl,T,Br);
  and #DLY G7(c7,Tl,Tr,L);
  and #DLY G8(c8,Tl,Tr,R);
  and #DLY G9(c9,Tl,Tr,Bl);
  and #DLY G10(c10,Tl,Tr,B);
  and #DLY G11(c11,Tl,Tr,Br);
  and #DLY G12(c12,Tl,L,R);
  and #DLY G13(c13,Tl,L,Bl);
  and #DLY G14(c14,Tl,L,B);
  and #DLY G15(c15,Tl,L,Br);
  and #DLY G16(c16,Tl,R,Bl);
  and #DLY G17(c17,Tl,R,B);
  and #DLY G18(c18,Tl,R,Br);
  and #DLY G19(c19,Tl,Bl,B);
  and #DLY G20(c20,Tl,Bl,Br);
  and #DLY G21(c21,Tl,B,Br);
  and #DLY G22(c22,T,Tr,L);
  and #DLY G23(c23,T,Tr,R);
  and #DLY G24(c24,T,Tr,Bl);
  and #DLY G25(c25,T,Tr,B);
  and #DLY G26(c26,T,Tr,Br);
  and #DLY G27(c27,T,L,R);
  and #DLY G28(c28,T,L,Bl);
  and #DLY G29(c29,T,L,B);
  and #DLY G30(c30,T,L,Br);
  and #DLY G31(c31,T,R,Bl);
  and #DLY G32(c32,T,R,B);
  and #DLY G33(c33,T,R,Br);
  and #DLY G34(c34,T,Bl,B);
  and #DLY G35(c35,T,Bl,Br);
  and #DLY G36(c36,T,B,Br);
  and #DLY G37(c37,Tr,L,R);
  and #DLY G38(c38,Tr,L,Bl);
  and #DLY G39(c39,Tr,L,B);
  and #DLY G40(c40,Tr,L,Br);
  and #DLY G41(c41,Tr,R,Bl);
  and #DLY G42(c42,Tr,R,B);
  and #DLY G43(c43,Tr,R,Br);
  and #DLY G44(c44,Tr,Bl,B);
  and #DLY G45(c45,Tr,Bl,Br);
  and #DLY G46(c46,Tr,B,Br);
  and #DLY G47(c47,L,R,Bl);
  and #DLY G48(c48,L,R,B);
  and #DLY G49(c49,L,R,Br);
  and #DLY G50(c50,L,Bl,B);
  and #DLY G51(c51,L,Bl,Br);
  and #DLY G52(c52,L,B,Br);
  and #DLY G53(c53,R,Bl,B);
  and #DLY G54(c54,R,Bl,Br);
  and #DLY G55(c55,R,B,Br);
  and #DLY G56(c56,Bl,B,Br);
  xor #DLY xor_gate1(xor1, c1, c2);
  xor #DLY xor_gate2(xor2, c3, xor1);
  xor #DLY xor_gate3(xor3, c4, xor2);
  xor #DLY xor_gate4(xor4, c5, xor3);
  xor #DLY xor_gate5(xor5, c6, xor4);
  xor #DLY xor_gate6(xor6, c7, xor5);
  xor #DLY xor_gate7(xor7, c8, xor6);
  xor #DLY xor_gate8(xor8, c9, xor7);
  xor #DLY xor_gate9(xor9, c10, xor8);
  xor #DLY xor_gate10(xor10, c11, xor9);
  xor #DLY xor_gate11(xor11, c12, xor10);
  xor #DLY xor_gate12(xor12, c13, xor11);
  xor #DLY xor_gate13(xor13, c14, xor12);
  xor #DLY xor_gate14(xor14, c15, xor13);
  xor #DLY xor_gate15(xor15, c16, xor14);
  xor #DLY xor_gate16(xor16, c17, xor15);
  xor #DLY xor_gate17(xor17, c18, xor16);
  xor #DLY xor_gate18(xor18, c19, xor17);
  xor #DLY xor_gate19(xor19, c20, xor18);
  xor #DLY xor_gate20(xor20, c21, xor19);
  xor #DLY xor_gate21(xor21, c22, xor20);
  xor #DLY xor_gate22(xor22, c23, xor21);
  xor #DLY xor_gate23(xor23, c24, xor22);
  xor #DLY xor_gate24(xor24, c25, xor23);
  xor #DLY xor_gate25(xor25, c26, xor24);
  xor #DLY xor_gate26(xor26, c27, xor25);
  xor #DLY xor_gate27(xor27, c28, xor26);
  xor #DLY xor_gate28(xor28, c29, xor27);
  xor #DLY xor_gate29(xor29, c30, xor28);
  xor #DLY xor_gate30(xor30, c31, xor29);
  xor #DLY xor_gate31(xor31, c32, xor30);
  xor #DLY xor_gate32(xor32, c33, xor31);
  xor #DLY xor_gate33(xor33, c34, xor32);
  xor #DLY xor_gate34(xor34, c35, xor33);
  xor #DLY xor_gate35(xor35, c36, xor34);
  xor #DLY xor_gate36(xor36, c37, xor35);
  xor #DLY xor_gate37(xor37, c38, xor36);
  xor #DLY xor_gate38(xor38, c39, xor37);
  xor #DLY xor_gate39(xor39, c40, xor38);
  xor #DLY xor_gate40(xor40, c41, xor39);
  xor #DLY xor_gate41(xor41, c42, xor40);
  xor #DLY xor_gate42(xor42, c43, xor41);
  xor #DLY xor_gate43(xor43, c44, xor42);
  xor #DLY xor_gate44(xor44, c45, xor43);
  xor #DLY xor_gate45(xor45, c46, xor44);
  xor #DLY xor_gate46(xor46, c47, xor45);
  xor #DLY xor_gate47(xor47, c48, xor46);
  xor #DLY xor_gate48(xor48, c49, xor47);
  xor #DLY xor_gate49(xor49, c50, xor48);
  xor #DLY xor_gate50(xor50, c51, xor49);
  xor #DLY xor_gate51(xor51, c52, xor50);
  xor #DLY xor_gate52(xor52, c53, xor51);
  xor #DLY xor_gate53(xor53, c54, xor52);
  xor #DLY xor_gate54(xor54, c55, xor53);
  xor #DLY xor_gate55(Checked, c56, xor54);
endmodule
File: /design/flow/run.sh
#!/bin/bash
# OpenROAD 26Q1-2900-gdf79404cd8, Yosys 0.63+post, stock flow scripts
make -C /OpenROAD-flow-scripts/flow DESIGN_CONFIG=/design/flow/config.mk WORK_HOME=/design/flow/orfs finish
==> flow_summary_export.csv <==
group,metric,value,unit
logic_synthesis,yosys-stat-cells,98,
critical_path,end_kind,"output pin",
power_and_ir_drop,p_per_area,137,nW/µm²
route,drt_first_pass_iters,4,
power_and_ir_drop,p_leak,0.408,nW
route,drtAntennaViolNets,0,
critical_path,slowest_stage,"clkdlybuf4s50_1",
route,antenna_cells_inserted,0,
die,fp_util,0.180,
critical_path,cp.arrival,2.87,ns
min_path,hp-class,"primary input to output pin",
sta,max_freq,276,MHz
layout,final_cell_area,932,µm²
layout,register_area,0,µm²
layout,n_clock_buffer,0,
layout,fillers,386,
logic_synthesis,yosys_area,614,µm²
sta,tightest_slew,0.414,ns
sta,finalCritPeriodShare,0.954,
layout,comb_area,538,µm²
layout,drive_above_1_share,0.238,
run_status,outcome,"complete, no violations",
logic_synthesis,ys_types,34,
logic_synthesis,synth_cells,98,
logic_synthesis,yosysWarnings,0,
grt,grt_pass1_wl,3100,µm
logic_synthesis,yosys.area.top_type_share,0.0896,
logic_synthesis,most_common_cell,"a21oi_1",
layout,area_delta_synth_final,51.7,%
die,dieWidth,80,µm
route,drtIter0Drc,46,
sta,hold_viol,0,
die,rows,21,
critical_path,path_common_cell,"xnor2_1",
placed_design,place_hpwl,1410,µm
grt,globalRoute.totalOverflow,0,
die,core-area,3420,µm²
route,vias_per_cell,4.61,
logic_synthesis,synth_seq_share,0,
critical_path,cp-start-kind,"primary input",
min_path,worstHoldPathCells,6,
logic_synthesis,syn_avg_cell_area,6.27,µm²
flow_run,maxCapViolCount,0,
grt,grt_pass1_vias,690,
flow_run,warnings,32,
placed_design,place_congestion,0.825,
critical_path,critical_path_class,"primary input to output pin",
critical_path,crit_chain,"clkdlybuf4s50_1 > nand3_1 > nor2_1 > a211oi_1 > o311ai_1 > xnor2_1 > xnor2_1 > xnor2_1 > clkdlybuf4s50_1",
route,dr_total_vias,775,
grt,antenna_found_initial,0,
route,routed_wl,1810,µm
sta,setup_viol,0,
route,drc,0,
route,avgRoutedWirePerCell,10.8,µm
sta,final.setup.worst_slack,0.174,ns
grt,track_usage,0.0557,
power_and_ir_drop,peakVddDrop,45.4,µV
sta,grt_setup_unrepaired,"no",
sta,drv_slew,0,
logic_synthesis,ys_top_cells_by_count,"a21oi_1 (11), nor2_1 (10), nand2_1 (9), o21ai_0 (6), xnor2_1 (6)",
grt,grt_max_degree,20,
critical_path,slowest_delay,0.55,ns
min_path,hold_end,"Checked",
layout,ff_count,0,
logic_synthesis,top_cells_by_area,"a21oi_1 (9.0%), xnor2_1 (8.6%), nor2_1 (6.1%)",
placed_design,pre_cts_slack,-0.0608,ns
logic_synthesis,mappedNetlistArea,614,µm²
die,boundaryPins,9,
sta,maxSlewHeadroom,0.723,
die,dieArea,6400,µm²
logic_synthesis,top_area_cell,"a21oi_1",
placed_design,place_area,882,µm²
critical_path,cp.required,3.04,ns
critical_path,critPathMaxFanout,5,
sta,fin_crit,3.63,ns
min_path,min_from,"Tr",
placed_design,numPortBuffers,9,
die,die_h,80,µm
## how the worst max path moves through the flow
stage | start | end | slack, ns | depth (start not counted)
4_1_cts | Br | Checked | 0.004 | 10
5_1_grt | Tl | Checked | 0.009 | 9
6_report | Tl | Checked | 0.17 | 9
## critical path, delay by kind of cell
kind	cells	cell delay, ns
buf+inv	2	1.03
simple gates	2	0.25
compound gates	2	0.35
xor+xnor	3	0.48
## where the power goes
group | internal [mW] | total [mW] | switching, mW
clock network | 0 | 0 | 0
logic | 0.0696 | 0.127 | 0.0576
registers | 0 | 0 | 0
total | 0.0696 | 0.127 | 0.0576
## repair_timing
| action | 4_1_cts | 5_1_grt |
|---|---|---|
| buffers inserted | 0 | 2 |
| endpoints found under the hold margin | 0 | 0 |
| setup endpoints to repair | 1 | 1 |
| hold buffers | 0 | 0 |
| gates cloned | 0 | 1 |
| pin swaps | 4 | 5 |
| resized | 2 | 9 |
## layout make-up
cell class	count	share of cell area
Inverter	5	0.0201
Timing Repair Buffer	34	0.341
Tap cell	46	0.0617
Multi-Input combinational cell	83	0.577
## per-stage QoR
step | power (mW) | util | instances | TNS (ns) | hold WS, ns
6_report | 0.127 | 0.273 | 168 | 0 | 2.62
3_5_place_dp | 0.124 | 0.258 | 165 | -0.0608 | 2.73
4_1_cts | 0.123 | 0.258 | 165 | 0 | 2.74
2_1_floorplan | 0.0730 | - | 98 | 0 | 1.71
3_3_place_gp | 0.123 | 0.258 | 165 | -0.0506 | 2.73
5_1_grt | 0.142 | 0.273 | 168 | 0 | 2.75
## metal layers
layer | track usage | up-vias | share of wire
li1 | - | 407 | -
met1 | 0.0818 | 348 | 0.50
met2 | 0.0899 | 20 | 0.44
met3 | 0.00568 | 0 | 0.055
met4 | 0 | 0 | 0
met5 | 0 | - | 0
## cells by family (layout without fill, tap and decap cells)
family / after synthesis / after routing / share of synthesized area
compound gates: 41 / 41 / 0.436
xor+xnor: 8 / 8 / 0.126
buf+inv: 15 / 39 / 0.145
mux: 3 / 3 / 0.0489
simple gates: 31 / 31 / 0.244
## cells in the final DEF, fill, tap and decap left out, types with 3 or more instances in the layout
master and n:
dlymetal6s2s_1 5, nand2b_1 4, buf_4 20, a21oi_1 11, nor2_1 10, xnor2_1 6
o21ai_0 6, o21ai_1 4, mux2i_1 3, o211ai_1 5, inv_1 5, nand2_1 9
Power is estimated from default activity; no workload was simulated.
